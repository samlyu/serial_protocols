$ cat /design/flow/constraint.sdc
current_design PCA24S08A_bytewrite

set clk_period 2.8
set clk_io_pct 0.2

create_clock -name clk0 -period $clk_period [get_ports {clk}]

set non_clock_inputs [all_inputs -no_clocks]
set_input_delay [expr $clk_period * $clk_io_pct] -clock clk0 $non_clock_inputs
set_output_delay [expr $clk_period * $clk_io_pct] -clock clk0 [all_outputs]
$ cat /design/flow/design.v
`timescale 1ns/1ps
module PCA24S08A_bytewrite
#(
	parameter	CLK_FREQ = 50_000_000,
				I2C_FREQ = 500_000
)
(
	input	clk, arstn,
	input	bytewrite_start,
	input	[2:0]	block_num, page_num,
	input	[3:0]	byte_addr,
	input	[7:0]	data_write,
	output	bytewrite_done,
	inout	sda,
	output	scl
);
parameter DIV = CLK_FREQ / I2C_FREQ;
reg	flag;
reg	[10:0]	counter;
wire	i2c_start;
wire	[6:0]	addr;
wire	rw;
wire	[7:0]	data_send;
wire	i2c_done;
always@(posedge clk or negedge arstn) begin
	if(~arstn)
		flag <= 1'b0;
	else if(i2c_start) begin
		flag <= ~flag;
	end
end
always@(posedge clk or negedge arstn) begin
	if(~arstn)
		counter <= 'd0;
	else if(flag) begin
		counter <= counter + 1'b1;
	end
end
assign i2c_start = (~flag) ? bytewrite_start : (counter == DIV * 19);
assign addr = {5'b10101, block_num[2:1]};
assign rw = 1'b0;
assign data_send = (flag) ? {block_num[0], page_num, byte_addr} : data_write;
assign bytewrite_done = i2c_done;
i2c_master
#(
	.CLK_FREQ(CLK_FREQ),
	.I2C_FREQ(I2C_FREQ)
)
i2c_ctrl(
	.clk(clk),
	.arstn(arstn),
	.i2c_start(i2c_start),
	.addr(addr),
	.rw(rw),
	.data_send(data_send),
	.i2c_done(i2c_done),
	.data_recv(),
	.data_recv_done(),
	.sda(sda),
	.scl(scl)
);
endmodule
`timescale 1ns/1ps
module i2c_master
#(
	parameter	CLK_FREQ = 50_000_000,
				I2C_FREQ = 500_000
)
(
	input	clk, arstn,
	input	i2c_start,
	input	[7-1:0]	addr,
	input	rw,
	input	[8-1:0]	data_send,
	output	reg	i2c_done,
	output	reg	[8-1:0]	data_recv,
	output	data_recv_done,
	inout	sda,
	output	scl
);
localparam	FREQ_COUNT = CLK_FREQ / I2C_FREQ / 4 - 1;
localparam	COUNT_WIDTH = log2(FREQ_COUNT);
reg	clk_count_en, scl_en, clk_sda_reg;
reg	[COUNT_WIDTH-1:0]	clk_count;
reg	clk_div, clk_sda, clk_scl;
wire	clk_sda_neg;
localparam	IDLE = 4'd0, START = 4'd1, CMD = 4'd2, SACK1 = 4'd3,
			WR = 4'd4, RD = 4'd5, SACK2 = 4'd6, MACK = 4'd7, STOP = 4'd8;
reg [3:0]	current_state, next_state;
reg	[3:0]	bit_count;
reg	[8-1:0]	addr_rw, data_send_reg;
reg	sda_reg;
reg i2c_start_reg, i2c_start_reg0, i2c_start_reg1;
wire	i2c_start_sda;
always@(posedge clk or negedge arstn) begin
	if(~arstn)
		clk_count_en <= 1'b0;
	else if(i2c_start)
		clk_count_en <= 1'b1;
	else if(current_state == IDLE && next_state == IDLE && clk_sda_neg)
		clk_count_en <= 1'b0;
end
always@(posedge clk or negedge arstn) begin
	if(~arstn)
		clk_count <= 'd0;
	else begin
		if(clk_count_en) begin
			if(clk_count == FREQ_COUNT)
				clk_count <= 'd0;
			else
				clk_count <= clk_count + 1'b1;
		end
		else begin
			clk_count <= 'd0;
		end
	end
end
always@(posedge clk or negedge arstn) begin
	if(~arstn)
		clk_div <= 1'b0;
	else begin
		if(clk_count_en) begin
			if(clk_count == 0)
				clk_div <= ~clk_div;
		end
		else begin
			clk_div <= 1'b0;
		end
	end
end
always@(posedge clk_div or negedge arstn) begin
	if(~arstn)
		clk_sda <= 1'b0;
	else begin
		if(clk_count_en)
			clk_sda <= ~clk_sda;
		else
			clk_sda <= 1'b0;
	end
end
always@(negedge clk_div or negedge arstn) begin
	if(~arstn)
		clk_scl <= 1'b0;
	else begin
		if(clk_count_en)
			clk_scl <= ~clk_scl;
		else
			clk_scl <= 1'b0;
	end
end
always@(posedge clk or negedge arstn) begin
	if(~arstn)
		i2c_start_reg <= 1'b0;
	else if(i2c_start)
		i2c_start_reg <= ~i2c_start_reg;
end
always@(posedge clk_sda or negedge arstn) begin
	if(~arstn) begin
		i2c_start_reg0 <= 1'b0;
		i2c_start_reg1 <= 1'b0;
	end
	else begin
		i2c_start_reg0 <= i2c_start_reg;
		i2c_start_reg1 <= i2c_start_reg0;
	end
end
assign i2c_start_sda = i2c_start_reg0 ^ i2c_start_reg1;
always@(negedge clk_div) begin
	case(current_state)
		IDLE:	next_state <= i2c_start_sda ? START : IDLE;
		START:	next_state <= CMD;
		CMD:	next_state <= (bit_count == 8) ? SACK1 : CMD;
		SACK1:	begin
			if(sda == 1'b0)
				next_state <= addr_rw[0] ? RD : WR;
			else
				next_state <= STOP;
		end			
		WR:	next_state <= (bit_count == 8) ? SACK2 : WR;
		RD:	next_state <= (bit_count == 8) ? MACK : RD;
		SACK2:	begin
			if(sda == 1'b0) begin
				if(i2c_start_sda)
					next_state <= addr_rw == {addr,rw} ? WR : START;
				else
					next_state <= STOP;
			end
			else begin
				next_state <= STOP;
			end
		end
		MACK:	begin
			if(i2c_start_sda)
				next_state <= addr_rw == {addr,rw} ? RD : START;
			else
				next_state <= STOP;
		end
		STOP:	next_state <= IDLE;
		default:	next_state <= IDLE;
	endcase
end
always@(posedge clk_sda or negedge arstn) begin
	if(~arstn)
		current_state <= IDLE;
	else
		current_state <= next_state;
end
always@(posedge clk_sda or negedge arstn) begin
	if(~arstn) begin
		bit_count <= 'd0;
		sda_reg <= 1'b1;
		data_recv <= 'd0;
	end
	else begin
		case(next_state)
			IDLE:	begin
				bit_count <= 'd0;
				sda_reg <= 1'b1;
				data_recv <= 'd0;
			end
			START:	begin
				bit_count <= 'd0;
				addr_rw <= {addr, rw};
				data_recv <= 'd0;
			end
			CMD:	begin
				bit_count <= bit_count + 1'b1;
				sda_reg <= addr_rw[7-bit_count];
			end
			SACK1:	begin
				bit_count <= 'd0;
				sda_reg <= 1'b1;
				data_send_reg <= data_send;
			end
			WR:	begin
				bit_count <= bit_count + 1'b1;
				sda_reg <= data_send_reg[7-bit_count];
			end
			RD:	begin
				bit_count <= bit_count + 1'b1;
				data_recv[7-bit_count] <= sda;
			end
			SACK2:	begin
				bit_count <= 'd0;
				sda_reg <= 1'b1;
				data_send_reg <= data_send;
			end
			MACK:	begin
				bit_count <= 'd0;
				sda_reg <= 1'b1;	 
			end
			STOP:	begin
				bit_count <= 'd0;
			end
			default:	begin
				bit_count <= 'd0;
				sda_reg <= 1'b1;
				data_recv <= 'd0;
			end
		endcase
	end
end
assign data_recv_done = clk_sda_neg && (current_state == MACK);
always@(posedge clk or negedge arstn) begin
	if(~arstn)
		i2c_done <= 1'b0;
	else if(current_state == STOP && clk_sda == 1'b0 && clk_scl == 1'b0 && clk_count == FREQ_COUNT)
		i2c_done <= 1'b1;
	else
		i2c_done <= 1'b0;
end
assign sda = (current_state == SACK1 || current_state == SACK2 || current_state == RD) ? 1'bz : ( (current_state == START) ? clk_sda : ( (current_state == STOP) ? ~clk_sda : sda_reg ) );
always@(posedge clk or negedge arstn) begin
	if(~arstn)
		clk_sda_reg <= 1'b0;
	else
		clk_sda_reg <= clk_sda;
end
assign clk_sda_neg = clk_sda_reg & ~clk_sda;
always@(posedge clk or negedge arstn) begin
	if(~arstn)
		scl_en <= 1'b0;
	else if(clk_sda_neg) begin
		if(current_state == START)
			scl_en <= 1'b1;
		else if(current_state == STOP)
			scl_en <= 1'b0;
	end
end
assign scl = (scl_en) ? clk_scl : 1'b1;
function integer log2(input integer x);
begin
	log2 = 0;
	while(x >> log2)
		log2 = log2 + 1;
end
endfunction
endmodule
$ cat /design/flow/run.sh
#!/bin/bash
# OpenROAD 26Q1-2900-gdf79404cd8, Yosys 0.63+post, stock flow scripts
make -C /OpenROAD-flow-scripts/flow DESIGN_CONFIG=/design/flow/config.mk WORK_HOME=/design/flow/orfs finish
$ cat /design/flow/config.mk
export PLATFORM = sky130hd
export DESIGN_NAME = PCA24S08A_bytewrite
export DESIGN_NICKNAME = PCA24S08A_bytewrite
export VERILOG_FILES = /design/flow/design.v
export SDC_FILE = /design/flow/constraint.sdc
export NUM_CORES = 4
export LEC_CHECK = 1
export CORE_UTILIZATION = 40
==> results.cfg <==
; flow metrics
[synth]
synth-adder-area-share_pct = 3.00
synth.mux.area_fraction_pct = 5.66
synth_simple_gate_area_share_pct = 18.6
synth_area_um2 = 2500
netlist_instances = 228
synth_seq_share_pct = 51.3
yosys.area_share.aoi_pct = 8.96
synth.yosys.chip_area_um2 = 2500
yosys.area_share.xor_xnor_pct = 7.36
commonest_register_cell_after_synthesis = dfrtp_1
ys_warnings = 3
avgSynthCellArea_um2 = 11.0
asyncSetResetFlopFracSynth_pct = 72.0
synthDistinctLibCells = 53
ys_cells = 228
top_logic_kind = simple AND/OR/NAND/NOR gates
postSynthRegisterBits = 50
enable_flop_cells = 10

[floorplan]
fp.dieH_um = 81.1
placementRows = 28
die_w_um = 81.1
ios = 24
initial_core_util_pct = 41.7

[sta]
endpoints_left_unconstrained = 39
count_of_unclocked_register_or_latch_pins = 27

[clocking]
post_cts_buffers = 0
cts_resized = 0
clock_tree.htree_level_count = 1
hold_buffer_count_at_cts = 0
number_of_buffers_created_by_cts = 3
cts-root-buf = clkbuf_8
cts.path.max_buffers = 2

[place]
placedInstanceArea_um2 = 2750
dp.final_hpwl_um = 3010
place_congestion = 0.741
port-buffer-count = 22
preCtsSetupSlack_ns = 1.16

[outcome]
run_status = did not finish
flow.stopped_at = clock tree synthesis
firstError = [error] [KeplerFormal.cpp:679] Workflow failed: Iso has multiple drivers: .sda0, _211_.Y0
## Yosys cell counts, types with 2 or more instances
| master | n | share of area (%) |
|---|---|---|
| dfrtp_1 | 34 | 34 |
| nand2_1 | 16 | 2.4 |
| nor2_1 | 16 | 2.4 |
| inv_1 | 15 | 2.3 |
| xnor2_1 | 11 | 3.9 |
| edfxtp_1 | 10 | 12 |
| xor2_1 | 10 | 3.5 |
| mux2_2 | 9 | 4.1 |
| a21oi_1 | 8 | 1.6 |
| nand3_1 | 7 | 1.4 |
| buf_2 | 6 | 1.2 |
| ha_1 | 6 | 3.0 |
| nor2b_1 | 6 | 1.5 |
| o21ai_0 | 6 | 1.2 |
| nand2b_1 | 5 | 1.3 |
| and2_1 | 4 | 1.0 |
| and3_1 | 4 | 1.0 |
| dfxtp_1 | 4 | 3.2 |
| mux2i_1 | 4 | 1.6 |
| nor3_1 | 4 | 0.80 |
| nand4_1 | 3 | 0.75 |
| o22ai_1 | 3 | 0.75 |
| a211oi_1 | 2 | 0.60 |
| clkbuf_1 | 2 | 0.30 |
| nand3b_1 | 2 | 0.60 |
| nor3_2 | 2 | 0.80 |
| nor3b_1 | 2 | 0.60 |
| o31ai_1 | 2 | 0.60 |
## stage by stage
step,hold WS [ns],std cells
detailed placement,0.456,316
global placement,0.459,316
floorplan,0.264,228
## kinds of logic after synthesis
kind of cell             count (synthesis)
AND-OR/OR-AND                           32
XOR/XNOR                                21
adder cells (fa/ha/maj)                  6
buffers and inverters                   26
flip-flops                              50
multiplexers                            13
AND/OR/NAND/NOR                         80
