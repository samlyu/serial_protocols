==> flow/constraint.sdc <==
current_design spi_daisy

set clk_period 4.9
set clk_io_pct 0.2

create_clock -name clk0 -period $clk_period [get_ports {clk}]

set non_clock_inputs [all_inputs -no_clocks]
set_input_delay [expr $clk_period * $clk_io_pct] -clock clk0 $non_clock_inputs
set_output_delay [expr $clk_period * $clk_io_pct] -clock clk0 [all_outputs]
==> flow/run.sh <==
#!/bin/bash
# OpenROAD 26Q1-2900-gdf79404cd8, Yosys 0.63+post, stock flow scripts
make -C /OpenROAD-flow-scripts/flow DESIGN_CONFIG=/design/flow/config.mk WORK_HOME=/design/flow/orfs finish
==> flow/design.v <==
`timescale 1ns/1ps
module spi_daisy
#(
	parameter	CLK_FREQ = 50_000_000,
				SPI_FREQ = 5_000_000,
				DATA_WIDTH = 8,
				CPOL = 0,	 
				CPHA = 0	 
)
(
	input	clk, arstn,
	input	spi_m_start,
	input	[DATA_WIDTH-1:0]	data_m_send, data_s1_send, data_s2_send,
	output	spi_m_done, spi_s1_done, spi_s2_done,
	output	[DATA_WIDTH-1:0]	data_m_recv, data_s1_recv, data_s2_recv
);
wire	sclk, csn, mosi, miso, s1_miso_s2_mosi;
spi_master
#(
	.CLK_FREQ(CLK_FREQ),
	.SPI_FREQ(SPI_FREQ),
	.DATA_WIDTH(DATA_WIDTH),
	.CPOL(CPOL),
	.CPHA(CPHA)
)
spi_master_inst
(
	.clk(clk),
	.arstn(arstn),
	.data_send(data_m_send),
	.spi_start(spi_m_start),
	.sclk(sclk),
	.csn(csn),
	.miso(miso),
	.mosi(mosi),
	.spi_done(spi_m_done),
	.data_recv(data_m_recv)
);
spi_slave
#(
	.CLK_FREQ(CLK_FREQ),
	.SPI_FREQ(SPI_FREQ),
	.DATA_WIDTH(DATA_WIDTH),
	.CPOL(CPOL),
	.CPHA(CPHA)
)
spi_slave_1_inst
(
	.clk(clk),
	.arstn(arstn),
	.data_send(data_s1_send),
	.sclk(sclk),
	.csn(csn),
	.miso(s1_miso_s2_mosi),
	.mosi(mosi),
	.spi_done(spi_s1_done),
	.data_recv(data_s1_recv)
);
spi_slave
#(
	.CLK_FREQ(CLK_FREQ),
	.SPI_FREQ(SPI_FREQ),
	.DATA_WIDTH(DATA_WIDTH),
	.CPOL(CPOL),
	.CPHA(CPHA)
)
spi_slave_2_inst
(
	.clk(clk),
	.arstn(arstn),
	.data_send(data_s2_send),
	.sclk(sclk),
	.csn(csn),
	.miso(miso),
	.mosi(s1_miso_s2_mosi),
	.spi_done(spi_s2_done),
	.data_recv(data_s2_recv)
);
endmodule
`timescale 1ns/1ps
module spi_master
#(
	parameter	CLK_FREQ = 50_000_000,
				SPI_FREQ = 5_000_000,
				DATA_WIDTH = 8,
				CPOL = 0,	 
				CPHA = 0	 
)
(
	input	clk, arstn,
	input	[DATA_WIDTH-1:0]	data_send,
	input	spi_start,
	output	reg	sclk, csn,
	output	mosi,
	input	miso,
	output	reg	spi_done,
	output	reg	[DATA_WIDTH-1:0]	data_recv
);
localparam	IDLE = 2'd0, LOAD = 2'd1, PROC = 2'd2, DONE = 2'd3;
reg [1:0]	current_state, next_state;
localparam	FREQ_COUNT = CLK_FREQ / SPI_FREQ / 2 - 1;
localparam	COUNT_WIDTH = log2(FREQ_COUNT);
reg	clk_count_en;
reg [COUNT_WIDTH-1:0]	clk_count;
reg	sclk_reg;
wire	sclk_pos, sclk_neg;
localparam	SHIFT_WIDTH = log2(DATA_WIDTH);
reg [SHIFT_WIDTH-1:0]	shift_count, sample_count;
reg [DATA_WIDTH-1:0]	data_reg;
wire	shift_en, sample_en;
always@(posedge clk or negedge arstn) begin
	if(~arstn)
		clk_count <= 'd0;
	else begin
		if(clk_count_en) begin
			if(clk_count == FREQ_COUNT)
				clk_count <= 'd0;
			else
				clk_count <= clk_count + 1'b1;
		end
		else begin
			clk_count <= 'd0;
		end
	end
end
always@(posedge clk or negedge arstn) begin
	if(~arstn)
		sclk <= CPOL;
	else if(CPHA == 1 && spi_start)
		sclk <= ~CPOL;
	else if(clk_count_en && clk_count == FREQ_COUNT)
		sclk <= ~sclk;
	else if(next_state == IDLE)
		sclk <= CPOL;
end
always@(posedge clk or negedge arstn) begin
	if(~arstn) begin
		sclk_reg <= CPOL;
	end
	else begin
		if(clk_count_en) begin
			sclk_reg <= sclk;
		end
		else begin
			sclk_reg <= CPOL;
		end
	end
end
assign sclk_pos = sclk & ~sclk_reg;
assign sclk_neg = ~sclk & sclk_reg;
generate
	case(CPHA ^ CPOL)
		0:	begin
			assign sample_en = sclk_pos;
			assign shift_en = sclk_neg;
		end
		1:	begin
			assign sample_en = sclk_neg;
			assign shift_en = sclk_pos;
		end
		default:	begin  
			assign sample_en = sclk_pos;
			assign shift_en = sclk_neg;
		end
	endcase
endgenerate
always@(*) begin
	case(current_state)
		IDLE:	next_state = spi_start ? LOAD : IDLE;
		LOAD:	next_state = PROC;
		PROC:	begin
			if(CPHA == 0)
				next_state = (shift_count == DATA_WIDTH-1 && sample_count == DATA_WIDTH && clk_count == FREQ_COUNT) ? DONE : PROC;
			else
				next_state = (shift_count == DATA_WIDTH && sample_count == DATA_WIDTH && clk_count == FREQ_COUNT) ? DONE : PROC;
		end
		DONE:	next_state = IDLE;
		default:	next_state = IDLE;
	endcase
end
always@(posedge clk or negedge arstn) begin
	if(~arstn)
		current_state <= IDLE;
	else
		current_state <= next_state;
end
always@(posedge clk or negedge arstn) begin
	if(~arstn) begin
		clk_count_en <= 1'b0;
		spi_done <= 1'b0;
		csn <= 1'b1;
		shift_count <= 'd0;
		sample_count <= 'd0;
		data_reg <= 'd0;
		data_recv <= 'd0;
	end
	else begin
		case(next_state)
			IDLE:	begin
				clk_count_en <= 1'b0;
				spi_done <= 1'b0;
				csn <= 1'b1;
				shift_count <= 'd0;
				sample_count <= 'd0;
				data_reg <= 'd0;
				data_recv <= 'd0;
			end
			LOAD:	begin
				clk_count_en <= 1'b1;
				spi_done <= 1'b0;
				shift_count <= 'd0;
				sample_count <= 'd0;
				data_reg <= data_send;
				data_recv <= 'd0;
				csn <= 1'b0;
			end
			PROC:	begin
				clk_count_en <= 1'b1;
				spi_done <= 1'b0;
				if(shift_en) begin
					shift_count <= shift_count + 1'b1;
					if(CPHA == 0 || (CPHA == 1 && shift_count != 0))
						data_reg <= {data_reg[DATA_WIDTH-1-1:0], 1'b0};
				end
				if(sample_en) begin
					sample_count <= sample_count + 1'b1;
					data_recv <= {data_recv[DATA_WIDTH-1-1:0], miso};
				end
			end
			DONE:	begin
				clk_count_en <= 1'b0;
				spi_done <= 1'b1;
				csn <= 1'b1;
				shift_count <= 'd0;
				sample_count <= 'd0;
				data_reg <= 'd0;
			end
			default:	begin
				clk_count_en <= 1'b0;
				spi_done <= 1'b0;
				csn <= 1'b1;
				shift_count <= 'd0;
				sample_count <= 'd0;
				data_reg <= 'd0;
				data_recv <= 'd0;
			end
		endcase
	end
end
assign mosi = data_reg[DATA_WIDTH-1];
function integer log2(input integer x);
begin
	log2 = 0;
	while(x >> log2)
		log2 = log2 + 1;
end
endfunction
endmodule
`timescale 1ns/1ps
module spi_slave
#(
	parameter	CLK_FREQ = 50_000_000,
				SPI_FREQ = 5_000_000,
				DATA_WIDTH = 8,
				CPOL = 0,	 
				CPHA = 0	 
)
(
	input	clk, arstn,
	input	[DATA_WIDTH-1:0]	data_send,
	input	sclk, csn, mosi,
	output	miso,
	output	reg	spi_done,
	output	reg	[DATA_WIDTH-1:0]	data_recv
);
localparam	IDLE = 2'd0, LOAD = 2'd1, PROC = 2'd2, DONE = 2'd3;
reg [1:0]	current_state, next_state;
reg		sclk_reg, csn_reg;
wire	sclk_pos, sclk_neg, csn_neg;
localparam	SHIFT_WIDTH = log2(DATA_WIDTH);
reg [SHIFT_WIDTH-1:0]	shift_count, sample_count;
reg [DATA_WIDTH-1:0]	data_reg;
wire	shift_en, sample_en;
always@(posedge clk or negedge arstn) begin
	if(~arstn) begin
		sclk_reg <= CPOL;
	end
	else begin
		sclk_reg <= sclk;
	end
end
assign sclk_pos = sclk & ~sclk_reg;
assign sclk_neg = ~sclk & sclk_reg;
generate
	case(CPHA ^ CPOL)
		0:	begin
			assign sample_en = sclk_pos;
			assign shift_en = sclk_neg;
		end
		1:	begin
			assign sample_en = sclk_neg;
			assign shift_en = sclk_pos;
		end
		default:	begin  
			assign sample_en = sclk_pos;
			assign shift_en = sclk_neg;
		end
	endcase
endgenerate
always@(posedge clk or negedge arstn) begin
	if(~arstn) begin
		csn_reg <= 1'b1;
	end
	else begin
		csn_reg <= csn;
	end
end
assign csn_neg = csn_reg & ~csn;
always@(*) begin
	case(current_state)
		IDLE:	next_state = csn_neg ? LOAD : IDLE;
		LOAD:	next_state = PROC;
		PROC:	next_state = (shift_count == DATA_WIDTH && sample_count == DATA_WIDTH) ? DONE : PROC;
		DONE:	next_state = IDLE;
		default:	next_state = IDLE;
	endcase
end
always@(posedge clk or negedge arstn) begin
	if(~arstn)
		current_state <= IDLE;
	else
		current_state <= next_state;
end
always@(posedge clk or negedge arstn) begin
	if(~arstn) begin
		spi_done <= 1'b0;
		shift_count <= 'd0;
		sample_count <= 'd0;
		data_reg <= 'd0;
		data_recv <= 'd0;
	end
	else begin
		case(next_state)
			IDLE:	begin
				spi_done <= 1'b0;
				shift_count <= 'd0;
				sample_count <= 'd0;
				data_reg <= 'd0;
				data_recv <= 'd0;
			end
			LOAD:	begin
				spi_done <= 1'b0;
				shift_count <= 'd0;
				sample_count <= 'd0;
				data_reg <= data_send;
				data_recv <= 'd0;
			end
			PROC:	begin
				spi_done <= 1'b0;
					if(shift_en) begin
						shift_count <= shift_count + 1'b1;
						data_reg <= {data_reg[DATA_WIDTH-1-1:0], 1'b0};
					end
					if(sample_en) begin
						sample_count <= sample_count + 1'b1;
						data_recv <= {data_recv[DATA_WIDTH-1-1:0], mosi};
					end
			end
			DONE:	begin
				spi_done <= 1'b1;
				shift_count <= 'd0;
				sample_count <= 'd0;
				data_reg <= 'd0;
			end
			default:	begin
				spi_done <= 1'b0;
				shift_count <= 'd0;
				sample_count <= 'd0;
				data_reg <= 'd0;
				data_recv <= 'd0;
			end
		endcase
	end
end
assign miso = data_reg[DATA_WIDTH-1];
function integer log2(input integer x);
begin
	log2 = 0;
	while(x >> log2)
		log2 = log2 + 1;
end
endfunction
endmodule
==> flow/config.mk <==
export PLATFORM = sky130hd
export DESIGN_NAME = spi_daisy
export DESIGN_NICKNAME = spi_daisy
export VERILOG_FILES = /design/flow/design.v
export SDC_FILE = /design/flow/constraint.sdc
export NUM_CORES = 4
export LEC_CHECK = 1
export CORE_UTILIZATION = 30
==> results_slide.txt <==
Run Summary

Status
  • Outcome: finished, final reports clean

Detailed routing
  • WL/cell: 13.48 um
  • Routed vias/inst: 4.810
  • First-iteration detailed-routing DRC count: 143
  • Detail Route Antenna Nets: 0
  • Vias: 3,117
  • N_diodes: 0
  • Routed WL: 8735 um
  • DR DRC count: 0
  • DR pass1 iterations: 4

Flow run
  • Max-cap violation count: 0
  • Tool warning count: 33

Floorplanning
  • Die Ht: 123.4 um
  • Fp_density: 31.24%
  • Row Count: 43
  • Core ar.: 14,150 sq um
  • Total die size: 15,220 sq um
  • DIE WIDTH: 123.4 um
  • Boundary Pins: 54

Clock tree
  • H-tree depth: 3
  • Sink Count: 96
  • CTS tree: yes
  • CTS resizes: 0
  • Clock buffer count from CTS: 9
  • Number of hold buffers added after CTS: 0
  • Clk ins delay skew pair: 0.34 ns
  • Setup bufs post-CTS: 0
  • Clock slew at reported path FFs: 0.06 ns
  • Clock Path Buffers: 2
  • Root Driver: clkbuf_16

Logic synthesis
  • Gate Count Post-Synth: 413
  • Number of enable flip-flop cells: 0
  • FF+latch count, synth: 96
  • Post-synth area from yosys stat: 4420 sq um
  • Synth Warn #: 2
  • Yosys Instances: 413
  • Syn avg cell area: 10.70 sq um
  • Synth cell types: 50
  • Mapped Area: 4420 sq um
  • Register share after synthesis: 54.49%
  • Most used flip-flop cell: dfrtp_1
  • Synth async-reset ratio: 100.0%

Global routing
  • Largest net degree at the start of global routing: 61
  • Vias in the first global route: 3,037
  • First-pass GRT wire length: 14,800 um
  • Initial antenna violation count: 0
  • Total global-route track usage: 12.54%
  • Total gr overflow: 0

Setup path
  • Max incr delay on CP: 0.49 ns
  • Top cell by count, worst path: nor2_1
  • Element type at the critical path end: flop
  • Crit path buf inv count: 1
  • Reg-to-Reg Start: spi_master_inst.shift_count[0]$_DFFE_PN0P_
  • Crit-path cells: clkdlybuf4s50_1 -> and2_1 -> nor2_1 -> ha_1 -> and3_1 -> nor2_1 -> a22o_1
  • Critical Path Fanout Max: 16
  • Reg-to-reg slack, setup: 2.03 ns
  • Critical-path top delay cell: clkdlybuf4s50_1
  • CP delay by family, top: simple AND/OR/NAND/NOR gates
  • Critical Path Start Type: input pin
  • CP required: 5.16 ns
  • CP Class: input pin to flop
  • Worst Path Arrival: 3.45 ns
  • Critical path origin: spi_m_start

Pwr
  • Peak VDD IR: 0.0001278 V
  • Overall power: 1.588 mW
  • LEAKAGE: 2.487 nW
  • Power Dens Cells: 292.3 nW/um^2

Placement
  • GPL Wtd Cong: 0.8004
  • Placed instance count: 632
  • HPWL Detailed: 6077 um
  • Port Buffers: 53

Min path
  • Hold Startpoint: spi_master_inst.csn$_DFFE_PN1P_
  • Min-delay worst type: flop to flop

STA
  • Final Hold Violation Tally: 0
  • Unrepaired setup endpoints after global routing: no
  • Worst-Margin Slew: 0.7546 ns
  • Min Clock Period, post-route: 3.187 ns
  • Slew margin rel.: 49.51%
  • Hold Slack: 0.3945 ns
  • Setup TNS: 0 ns
  • Final worst-path cycle share: 65.05%
  • Final setup fails: 0
  • Fmax: 313.7 MHz
  • Fin. max-slew vios: 0
  • Clock skew: 0.009939 ns

Finish
  • Dominant logic cell type in the layout: dfrtp_1
  • Area grow syn2layout: 22.93%
  • Number of fill cells: 1,342
  • Ratio of cells with drive above 1 in the final layout: 8.333%
  • Top Layout Cells: dfrtp_1 (91), clkdlybuf4s50_1 (52), nand2_1 (50)
  • Final non-filler cell total: 648
-- worst paths after layout --
path,endpoint,depth (start not counted)
max,spi_master_inst.data_recv[2]$_DFFE_PN0P_,7
min reg2reg,spi_slave_2_inst.csn_reg$_DFF_PN1_,0
min,spi_slave_2_inst.csn_reg$_DFF_PN1_,0
min in group asynchronous,spi_master_inst.spi_done$_DFF_PN0_,1
max in group asynchronous,spi_master_inst.csn$_DFFE_PN1P_,2
max reg2reg,spi_master_inst.data_recv[2]$_DFFE_PN0P_,8
-- synth_stat cells, drive strengths merged (7+ instances only) --
cell type  number  area share, %
a21oi           9            1.0
a31oi           8            1.1
nand2          50            4.2
and2           10            1.4
mux2            7            1.8
a22o            9            1.8
a2bb2oi        15            3.0
xor2            7            1.4
dfrtp          91             52
buf             9            1.1
nand3          21            2.4
o21ai          20            2.3
ha             16            4.5
inv            28            2.4
mux2i          11            2.5
nor2           35            3.1
-- routing by layer --
layer  track usage [%]  part of all wire, %  vias up
li1                  -                    -     1537
met4             1.355                 0.85        0
met3             1.695                  2.6        6
met2             19.13                   48       45
met1             20.28                   49     1529
met5                 0                    0        -
-- report_power, final --
group          internal (mW)  switching [mW]  total, mW  leakage [nW]
sequential             0.793               0      0.793          1.32
clock                  0.475           0.283      0.758         0.160
combinational         0.0186          0.0192     0.0378          1.00
-- stage by stage --
step	area, sq um	worst slack [ns]	util, %
after floorplan	4420	2.335	-
after global placement	5109	1.495	36.10
after detailed placement	5109	1.401	36.10
after CTS	5434	1.770	38.40
after global routing	5434	1.525	38.40
final	5434	1.713	38.40
-- kinds of logic after synthesis --
group                    after synthesis  synth area share [%]
XOR/XNOR                              10                 1.981
multiplexers                          18                 4.274
AND-OR/OR-AND                         81                 13.50
buffers and inverters                 43                 4.019
AND/OR/NAND/NOR                      149                 17.21
adder cells (fa/ha/maj)               16                 4.529
flip-flops                            96                 54.49
-- area by class of cell --
class                           instances  area (sq um)  share of cell area, %
Sequential cell                        96          2409                  44.32
Multi-Input combinational cell        274          1834                  33.76
Timing Repair Buffer                   54         535.5                  9.855
Clock buffer                           13         260.3                  4.789
Tap cell                              180         225.2                  4.145
Inverter                               28         105.1                  1.934
Clock inverter                          3         65.06                  1.197
Power figures rest on the tool's default switching activity, not on a simulated workload.
