--- design.v ---
`timescale 1ns/1ps
module W25Q32JV_fastread(
	input	clk, arstn,
	input	fastread_start,
	input	[23:0]	addr,
	output	sclk, csn, mosi,
	input	miso,
	output	fastread_done,
	output	[7:0]	data_out_1, data_out_2
	);
wire	[8+24+8+16-1:0]	data_send, data_recv;
wire	spi_start, spi_done;
assign spi_start = fastread_start;
assign data_send = {8'h0b, addr, 8'h00, 8'h00, 8'h00};
assign fastread_done = spi_done;
assign data_out_1 = fastread_done ? data_recv[15:8] : 'd0;
assign data_out_2 = fastread_done ? data_recv[7:0] : 'd0;
spi_master
#(
	.CLK_FREQ(50_000_000),
	.SPI_FREQ(5_000_000),
	.DATA_WIDTH(8+24+8+16),
	.CPOL(0),	 
	.CPHA(0)	 
)
spi_ctrl(
	.clk(clk),
	.arstn(arstn),
	.data_send(data_send),
	.spi_start(spi_start),
	.sclk(sclk),
	.csn(csn),
	.mosi(mosi),
	.miso(miso),
	.spi_done(spi_done),
	.data_recv(data_recv)
);
endmodule
`timescale 1ns/1ps
module spi_master
#(
	parameter	CLK_FREQ = 50_000_000,
				SPI_FREQ = 5_000_000,
				DATA_WIDTH = 8,
				CPOL = 0,	 
				CPHA = 0	 
)
(
	input	clk, arstn,
	input	[DATA_WIDTH-1:0]	data_send,
	input	spi_start,
	output	reg	sclk, csn,
	output	mosi,
	input	miso,
	output	reg	spi_done,
	output	reg	[DATA_WIDTH-1:0]	data_recv
);
localparam	IDLE = 2'd0, LOAD = 2'd1, PROC = 2'd2, DONE = 2'd3;
reg [1:0]	current_state, next_state;
localparam	FREQ_COUNT = CLK_FREQ / SPI_FREQ / 2 - 1;
localparam	COUNT_WIDTH = log2(FREQ_COUNT);
reg	clk_count_en;
reg [COUNT_WIDTH-1:0]	clk_count;
reg	sclk_reg;
wire	sclk_pos, sclk_neg;
localparam	SHIFT_WIDTH = log2(DATA_WIDTH);
reg [SHIFT_WIDTH-1:0]	shift_count, sample_count;
reg [DATA_WIDTH-1:0]	data_reg;
wire	shift_en, sample_en;
always@(posedge clk or negedge arstn) begin
	if(~arstn)
		clk_count <= 'd0;
	else begin
		if(clk_count_en) begin
			if(clk_count == FREQ_COUNT)
				clk_count <= 'd0;
			else
				clk_count <= clk_count + 1'b1;
		end
		else begin
			clk_count <= 'd0;
		end
	end
end
always@(posedge clk or negedge arstn) begin
	if(~arstn)
		sclk <= CPOL;
	else if(CPHA == 1 && spi_start)
		sclk <= ~CPOL;
	else if(clk_count_en && clk_count == FREQ_COUNT)
		sclk <= ~sclk;
	else if(next_state == IDLE)
		sclk <= CPOL;
end
always@(posedge clk or negedge arstn) begin
	if(~arstn) begin
		sclk_reg <= CPOL;
	end
	else begin
		if(clk_count_en) begin
			sclk_reg <= sclk;
		end
		else begin
			sclk_reg <= CPOL;
		end
	end
end
assign sclk_pos = sclk & ~sclk_reg;
assign sclk_neg = ~sclk & sclk_reg;
generate
	case(CPHA ^ CPOL)
		0:	begin
			assign sample_en = sclk_pos;
			assign shift_en = sclk_neg;
		end
		1:	begin
			assign sample_en = sclk_neg;
			assign shift_en = sclk_pos;
		end
		default:	begin  
			assign sample_en = sclk_pos;
			assign shift_en = sclk_neg;
		end
	endcase
endgenerate
always@(*) begin
	case(current_state)
		IDLE:	next_state = spi_start ? LOAD : IDLE;
		LOAD:	next_state = PROC;
		PROC:	begin
			if(CPHA == 0)
				next_state = (shift_count == DATA_WIDTH-1 && sample_count == DATA_WIDTH && clk_count == FREQ_COUNT) ? DONE : PROC;
			else
				next_state = (shift_count == DATA_WIDTH && sample_count == DATA_WIDTH && clk_count == FREQ_COUNT) ? DONE : PROC;
		end
		DONE:	next_state = IDLE;
		default:	next_state = IDLE;
	endcase
end
always@(posedge clk or negedge arstn) begin
	if(~arstn)
		current_state <= IDLE;
	else
		current_state <= next_state;
end
always@(posedge clk or negedge arstn) begin
	if(~arstn) begin
		clk_count_en <= 1'b0;
		spi_done <= 1'b0;
		csn <= 1'b1;
		shift_count <= 'd0;
		sample_count <= 'd0;
		data_reg <= 'd0;
		data_recv <= 'd0;
	end
	else begin
		case(next_state)
			IDLE:	begin
				clk_count_en <= 1'b0;
				spi_done <= 1'b0;
				csn <= 1'b1;
				shift_count <= 'd0;
				sample_count <= 'd0;
				data_reg <= 'd0;
				data_recv <= 'd0;
			end
			LOAD:	begin
				clk_count_en <= 1'b1;
				spi_done <= 1'b0;
				shift_count <= 'd0;
				sample_count <= 'd0;
				data_reg <= data_send;
				data_recv <= 'd0;
				csn <= 1'b0;
			end
			PROC:	begin
				clk_count_en <= 1'b1;
				spi_done <= 1'b0;
				if(shift_en) begin
					shift_count <= shift_count + 1'b1;
					if(CPHA == 0 || (CPHA == 1 && shift_count != 0))
						data_reg <= {data_reg[DATA_WIDTH-1-1:0], 1'b0};
				end
				if(sample_en) begin
					sample_count <= sample_count + 1'b1;
					data_recv <= {data_recv[DATA_WIDTH-1-1:0], miso};
				end
			end
			DONE:	begin
				clk_count_en <= 1'b0;
				spi_done <= 1'b1;
				csn <= 1'b1;
				shift_count <= 'd0;
				sample_count <= 'd0;
				data_reg <= 'd0;
			end
			default:	begin
				clk_count_en <= 1'b0;
				spi_done <= 1'b0;
				csn <= 1'b1;
				shift_count <= 'd0;
				sample_count <= 'd0;
				data_reg <= 'd0;
				data_recv <= 'd0;
			end
		endcase
	end
end
assign mosi = data_reg[DATA_WIDTH-1];
function integer log2(input integer x);
begin
	log2 = 0;
	while(x >> log2)
		log2 = log2 + 1;
end
endfunction
endmodule
--- run.sh ---
#!/bin/bash
# OpenROAD 26Q1-2900-gdf79404cd8, Yosys 0.63+post, stock flow scripts
make -C /OpenROAD-flow-scripts/flow DESIGN_CONFIG=/design/flow/config.mk WORK_HOME=/design/flow/orfs finish
--- config.mk ---
export PLATFORM = sky130hd
export DESIGN_NAME = W25Q32JV_fastread
export DESIGN_NICKNAME = W25Q32JV_fastread
export VERILOG_FILES = /design/flow/design.v
export SDC_FILE = /design/flow/constraint.sdc
export NUM_CORES = 4
export LEC_CHECK = 1
export CORE_UTILIZATION = 50
--- constraint.sdc ---
current_design W25Q32JV_fastread

set clk_period 9.1
set clk_io_pct 0.2

create_clock -name clk0 -period $clk_period [get_ports {clk}]

set non_clock_inputs [all_inputs -no_clocks]
set_input_delay [expr $clk_period * $clk_io_pct] -clock clk0 $non_clock_inputs
set_output_delay [expr $clk_period * $clk_io_pct] -clock clk0 [all_outputs]
==> run summary <==
Here are the numbers from the latest Yosys + OpenROAD run.

The flow ran to the end, and the final reports show no timing, DRC or antenna violations. The number of DRC markers after the initial detailed-route iteration is around 100. Per the post-route antenna check, the number of violating nets is 0. The area enclosed by the die boundary is around 7000 µm². The remaining global-route overflow came out at 0.

The half-perimeter wire length of the detailed placement result is a little over 4 mm. The total track usage came out at 0.1991. For the worst reg-to-reg path, the endpoint reported by OpenROAD is spi_ctrl.data_recv[9].

The cts-stage hold buffer count came out at 0. STA classifies the critical path endpoint as a register. The vias after detailed routing is 2418. Per the detailed-route log, wirelength across all metal layers totals about 6.3 mm.

By instance count, the leading cell after synthesis is sky130_fd_sc_hd__dfrtp_1. The synthesis run identifies the leading combinational cell family as AND-OR/OR-AND gates. The post-route total power is approximately 590 µW. The standard-cell row count is 29. According to the timing report, the arrival time at the worst endpoint equals approximately 4.5 ns. The commonest cells after synthesis are sky130_fd_sc_hd__dfrtp_1, sky130_fd_sc_hd__nand2_1, sky130_fd_sc_hd__o2bb2ai_1. The launch instance of the worst register-to-register path is spi_ctrl.sample_count[0]. The simple-gate area share of the yosys netlist came out at 0.1596. Of the total synthesized cell area, the portion taken by full adders, half adders and majority gates is 0.02997. The count of unique library cells instantiated by Yosys is between 40 and 50. The post-synthesis average cell area came out at about 11 µm². The sequential share of the synthesized area came out at 0.5403. Per the final timing report, the hold violations number 0. The number of H-tree branching levels is 3. Per the run report, area growth between synthesis and finish was 21.06%. TritonCTS reports the number of clock sinks as 72. The DRC violations left is 0. The clock-pin transition on the worst setup and hold timing paths is 0.07 ns. The synthesis report lists the most area-consuming cells as sky130_fd_sc_hd__dfrtp_1, sky130_fd_sc_hd__o2bb2ai_1, sky130_fd_sc_hd__a22oi_1, sky130_fd_sc_hd__a22o_1, sky130_fd_sc_hd__nand2_1.

The number of pins with negative max-slew slack in the final report is 0. The number of cells in the yosys synthesis report is 298. The destination of the critical timing path is spi_ctrl.data_recv[9].

The number of antenna cells inserted came out at 0. The total CTS buffers is 9. At the end of routability-driven placement, the weighted congestion stood at between 0.7 and 0.8. The static power due to leakage is 0.001711 µW. The total standard cell area after synthesis came out at 3339 µm².

Setup repair after global routing left no endpoint under its margin. The number of flops mapped to enable cells by yosys came out at 0. Max fanout on the critical path was recorded as 30. In this run the clock root is driven by a sky130_fd_sc_hd__clkbuf_8. The most critical hold endpoint after final layout shows a slack of approximately 0.44 ns. The multiplexer area fraction after synthesis is 0.005995. The total of fill cells in the finished design is roughly 500. The final critical-path setup slack came out at slightly below 5 ns. The met1 wire length came out at roughly 3.0 mm. The proportion of register bits with asynchronous set or reset after synthesis came out at 1.000. According to the I/O placement log, the pin count is roughly 48.

The setup TNS is 0 ns. The core region area is approximately 6400 µm². The compound-gate portion of the synthesized area is 0.2278. The remaining max-slew budget at the tightest pin is 0.4733. The per-cell routed wire length came out at 14.73 µm. The number of OpenROAD warnings is 30. The script computed a power per unit cell area of 145.7 nW/µm².

The register with the most flip-flops in the layout has 32 of them. In this run, the synthesized area fraction spent on xor and xnor cells is recorded as 0. After synthesis the netlist holds a flip-flop and latch count of 72.

Per STA, the startpoint of the critical path is fastread_start. Looking at the max-slew report, the worst-margin pin has a slew of 0.7900 ns. In the final layout, the share of cells above drive strength 1 is 0.1063. sky130_fd_sc_hd__dfrtp_1 takes more of the synthesized area than any other cell. The path category of the worst min-delay check is reg2reg. Logged for this run, the post-placement worst setup slack is 4.489 ns. The number of cells traversed by the worst register-to-register path came out at 11. The share of synthesized area in the top cell type comes to 0.5245. The first detailed-routing pass took 4 iterations. Per the detail_route log, the uppermost layer with routed signals is met4. The detailed-routed wire length on met2 came out at 2.867 mm.

The path type of the worst setup path is in2reg. The global-route wire length before repair came out at 11.03 mm. The clock latency on the worst-skew pair is 0.35 ns.

Entering global routing, the biggest net connects 39 pins. The post-CTS setup buffer count came out at 0. The cell depth of the worst min-delay path came out at 1. During placement, the flow inserted port buffers numbering roughly 47.

The y dimension of the die is roughly 84 µm. The die outline width came out at roughly 84 µm. Looking at hold timing, the worst path starts from spi_ctrl.current_state[3]. The maximum operating frequency came out at 233.6 MHz. The worst path needs between 4 and 5 ns of the cycle, external delays included. Counting the warning lines in the Yosys log gives 1. The post-route clock skew came out at a little under 0.01 ns. The starting utilization of the core area is 0.5229. The number of global-route vias before repair was around 2400. The data required time reported for the critical path is 9.33 ns. The predominant post-synthesis flop cell is sky130_fd_sc_hd__dfrtp_1. The clock tree buffer depth is 2. The wire length on met3 is between 200 and 300 µm. The post-synthesis instance total is 298. The number of gates resized after cts came out at 0. The setup violation total in the final timing report is 0. TritonCTS built the clock tree. The worst IR drop on VDD came out at roughly 0.00014 V. The per-cell via count in the routed design came out at 5.689. The run reported a max-capacitance violation count of 0. The flop-to-flop setup slack is between 5 and 6 ns. The post-synth area from yosys stat came out at around 3300 µm². The launching element type of the critical path is an input port. The number of antenna violations at the first check in global routing came out at 0. Dividing the final minimum period by the clock period gives 0.4705.
## how the worst min path moves through the flow
stage                                to  slack, ns
global route  spi_ctrl.current_state[0]       0.46
CTS           spi_ctrl.current_state[0]       0.44
finish        spi_ctrl.current_state[0]       0.44
## kinds of logic (layout without fill, tap and decap cells)
group | after synthesis | in the layout
AOI/OAI and AO/OA | 97 | 97
and+or+nand+nor | 92 | 92
DFF | 72 | 72
buffers and inverters | 27 | 77
adders and majority gates | 8 | 8
muxes | 2 | 2
## final cells by class
| type | instances | area (µm²) | area share |
|---|---|---|---|
| inverters | 11 | 41.29 | 0.01021 |
| multi-input cells | 199 | 1414 | 0.3497 |
| flip-flops and latches | 72 | 1804 | 0.4463 |
| clock buffers | 13 | 158.9 | 0.03931 |
| well taps | 77 | 96.34 | 0.02383 |
| clock inverters | 3 | 40.04 | 0.009904 |
| repair buffers | 50 | 488.0 | 0.1207 |
## metal layers
layer | GRT usage | vias up
met4 | 0.02465 | 0
met5 | 0 | -
li1 | - | 1196
met2 | 0.3104 | 52
met3 | 0.03815 | 8
met1 | 0.3179 | 1162
## placed cells by master, fill, tap and decap left out, drive strengths merged, types with 9 or more instances in the layout
master | netlist | layout
a21oi | 9 | 9
a22o | 18 | 18
a22oi | 23 | 23
and2 | 19 | 19
clkbuf | 3 | 13
clkdlybuf4s50 | 0 | 46
dfrtp | 70 | 70
inv | 11 | 11
nand2 | 34 | 34
nand3 | 9 | 9
o21ai | 10 | 10
o2bb2ai | 24 | 24
## power breakdown
part / internal, µW / switching, µW / leakage [µW]
logic: 10.1 / 7.70 / 0.000609
clock network: 141 / 110 / 0.000103
registers: 320 / 0 / 0.000999
## worst max-delay path: stages
cell	delay (ns)
sky130_fd_sc_hd__clkdlybuf4s50_1	0.45
sky130_fd_sc_hd__nand2_2	0.13
sky130_fd_sc_hd__nand2_1	0.08
sky130_fd_sc_hd__inv_1	0.08
sky130_fd_sc_hd__ha_1	0.37
sky130_fd_sc_hd__inv_2	0.32
sky130_fd_sc_hd__nor2_2	0.63
sky130_fd_sc_hd__o21ai_2	0.33
sky130_fd_sc_hd__a22o_1	0.27
## through the flow
stage	area, µm²	instances	util
CTS	4043	425	0.6330
global placement	3844	409	0.6019
detailed placement	3844	409	0.6019
finish	4043	425	0.6330
floorplan	3339	298	-
global route	4043	425	0.6330
Power figures rest on the tool's default switching activity, not on a simulated workload.
